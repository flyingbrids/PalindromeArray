===== flow/run.sh =====
#!/bin/bash
# OpenROAD 26Q1-2900-gdf79404cd8, Yosys 0.63+post, stock flow scripts
make -C /OpenROAD-flow-scripts/flow DESIGN_CONFIG=/design/flow/config.mk WORK_HOME=/design/flow/orfs finish

===== flow/design.v =====
`timescale 1ns / 1ps
module PalindromeTest # ( parameter MAX_DATA = 128 )
(
       input wire clock,
       input wire [7:0] dataIn,
       input wire dataVld,
       output reg isTrue,
       output reg outVld,
       output reg dataOvfl = 0,
       output wire ready
    );
reg [7:0] dataArry [MAX_DATA-1:0];
reg [$clog2(MAX_DATA)-1:0] inputPointer = 0;
reg [$clog2(MAX_DATA)-1:0] iterationCnt = 0;
wire isEqual;
reg reset;
reg dataVld_d;
always @ (posedge clock) begin
      if (reset) begin
         inputPointer <= 0;
         dataOvfl <= 0;
      end else if (dataVld & ~dataOvfl ) begin
         inputPointer <= inputPointer + 1;
         dataArry[inputPointer] <= dataIn;   
         dataOvfl <= &inputPointer;
      end 
end 
always @ (posedge clock) 
    dataVld_d <= dataVld;
assign isEqual = dataArry[iterationCnt] == dataArry[inputPointer-1-iterationCnt];
reg [1:0] ProcessState = 0;
always @ (posedge clock) begin
           case (ProcessState) 
           3'd0: begin
                reset <= 0;
                iterationCnt <= 0;
                isTrue <= 0;
                outVld <= dataOvfl;
                if (!dataVld & dataVld_d & !dataOvfl)
                   if (inputPointer > 1)
                       ProcessState <= 1;
                   else 
                       ProcessState <= 2;
           end
           3'd1: begin
                iterationCnt <= iterationCnt + 1;
                isTrue <= (iterationCnt == inputPointer[$clog2(MAX_DATA)-1:1]-1) & isEqual;
                outVld <= (iterationCnt == inputPointer[$clog2(MAX_DATA)-1:1]-1) | ~isEqual;
                if ((iterationCnt == inputPointer[$clog2(MAX_DATA)-1:1]-1) | ~isEqual) begin
                    ProcessState <= 0;
                    reset <= 1;
                end 
           end
           3'd2: begin
                isTrue <= 1;
                outVld <= 1;    
                ProcessState <= 0;
                reset <= 1;          
           end 
           default: begin
                isTrue <= 0;
                outVld <= 0;  
                ProcessState <= 0;
                reset <= 1;          
           end                   
           endcase
end       
assign ready = (ProcessState == 0) & ~reset;
endmodule

===== flow/config.mk =====
export PLATFORM = sky130hd
export DESIGN_NAME = PalindromeTest
export DESIGN_NICKNAME = PalindromeTest
export VERILOG_FILES = /design/flow/design.v
export SDC_FILE = /design/flow/constraint.sdc
export NUM_CORES = 4
export LEC_CHECK = 1
export CORE_UTILIZATION = 50

===== flow/constraint.sdc =====
current_design PalindromeTest

set clk_period 43.6
set clk_io_pct 0.2

create_clock -name clk0 -period $clk_period [get_ports {clock}]

set non_clock_inputs [all_inputs -no_clocks]
set_input_delay [expr $clk_period * $clk_io_pct] -clock clk0 $non_clock_inputs
set_output_delay [expr $clk_period * $clk_io_pct] -clock clk0 [all_outputs]

==> reports/qor.txt <==
# hold bufs at CTS - 0
Fin Clk Skew - 0.0204 ns
Critical Path End Type - flop
Number of library cell types mapped by synthesis - 74
Ports - 14
Seq share, synth - 62.8%
Cell type with the largest total area - edfxtp_1
P&R area growth vs syn - 9.90%
Peak VDD IR - 0.0968 mV
Cell Chain, Critical Path - clkdlybuf4s50_1, nor2b_1, nor3b_1, nand2_1, buf_4, nor2_1
Outcome - finished, final reports clean
Setup Buffers After CTS - 0
Clk sinks - 1,045
Grt met2 use - 50.6%
GRT Total Usage - 37.0%
Initial drt markers - 2,536
Sum of negative setup slack - 0 ns
Worst hold path class - reg2reg
Synthesized area - 0.0498 mm^2
Buffers added on ports - 13
Pins over their slew limit - 0
Gpl congestion - 0.990
Max Clock Freq - 84.6 MHz
Num rows - 115
Clock-pin slew on the worst setup and hold paths - 0.06 ns
Core ar. - 0.0986 mm^2
CTS tree - yes
Drt total wl - 163,000 um
EDFF count, synth - 1,034
Die area - 0.101 mm^2
RSZ-0062 raised after global routing - false
Gr ovfl total - 0
Num CTS Buffers - 104
CTS Root Cell - clkbuf_16
Dpl hpwl - 108,000 um
Vias in the first global route - 32,200
Async SR Flop Fraction - 0%
Design Power - 4430 uW
Area share of the largest cell type after synthesis - 62.3%
Synthesized area per cell - 18.5 um^2
#FFs+latches synth - 1,045
First-pass GRT wire length - 233,000 um
Global Route met1 Usage - 48.7%
Power Density - 80.9 mW/mm^2
Core Util at FP - 50.5%
Fill count - 7,233
CP max FO - 10
Yosys stat cell total - 2,694
Initial antenna violation count - 4
Slew of the pin with the lowest slew margin - 1.00 ns
H-tree Lvls - 3
Number of max-cap violations - 0
Gr busiest metal - met2
Count of final hold-check violations - 0
M3 GR Usage - 29.2%
Synthesis area per yosys - 0.0498 mm^2
Maximum clock path buffer count - 3
Late-Pin Clk Latency - 0.71 ns
Largest net degree at the start of global routing - 100
Yosys warning count - 1
Layout cell share with drive strength beyond 1 - 29.0%
Crit share post-route - 27.1%
Arrival @ worst endpoint - 12.15 ns
Slew HR - 33.3%
Final antenna-violating net count - 0
CP Class - in2reg
Vias per std cell - 7.11
Initial DRT Pass Iterations - 6
Die span in y - 318 um
Crit path max-delay cell type - nor2_1
# resized after CTS - 0
Tool Warnings - 34
Final min period - 11.82 ns
Finish-stage setup viols - 0
Startpoint Class - primary input
Data required time of the critical path - 43.93 ns
Dominant flop cell - edfxtp_1
Post-route DRC - 0
P_leak - 0.0171 uW
DR WL/cell - 39.9 um
Biggest area cells - edfxtp_1 (62%), mux4_2 (24%), nand2_1 (1.9%), mux2i_1 (1.6%), nor2_1 (1.3%)
Syn Inst Count - 2,694
Die Wd - 318 um
Via count - 29,000
CP max stage delay - 0.67 ns
-- power by group --
| group | internal, uW | total, uW | switching, uW |
|---|---|---|---|
| clock | 525 | 912 | 387 |
| sequential | 1120 | 1130 | 9.85 |
| combinational | 966 | 2390 | 1420 |
| total | 2610 | 4430 | 1820 |
-- worst max-delay path, delay by kind of cell --
family	cells	cell delay (ns)
buffers and inverters	2	1.12
AND/OR/NAND/NOR	4	2.30
-- cell usage in the layout, fill, tap and decap left out, drive strengths merged, types with 14 or more instances in the layout --
master	instances
a21oi	17
a221oi	16
a31oi	20
and2	16
and3	22
buf	94
clkbuf	130
clkinv	30
edfxtp	1034
ha	18
inv	21
mux2i	82
mux4	540
nand2	259
nand3	44
nand4	15
nor2	174
o21ai	15
o22ai	20
xnor2	14
-- sequential cells by signal, indices dropped and copies added, names as in the netlist --
register / flops
iterationCnt: 7
dataVld_d: 1
dataArry: 1024
inputPointer: 7
reset: 1
isTrue: 1
outVld: 1
ProcessState: 2
dataOvfl: 1
-- through the flow --
stage | util, % | setup slack [ns] | area [um^2] | hold slack [ns] | cells
after global routing | 55.5 | 31.60 | 54700 | 0.634 | 4072
after detailed placement | 52.0 | 31.19 | 51300 | 0.561 | 3887
after CTS | 55.5 | 31.92 | 54700 | 0.576 | 4072
final | 55.5 | 31.78 | 54700 | 0.590 | 4073
after global placement | 52.0 | 31.20 | 51300 | 0.588 | 3887
after floorplan | - | 33.01 | 49800 | 0.482 | 2694
-- path summary, 6_finish.rpt --
check | endpoint | from | slack [ns] | cells after the start
hold reg to reg | dataOvfl | dataOvfl | 0.59 | 2
setup / recovery | dataArry[112][5] | dataVld | 31.78 | 6
hold / removal | dataOvfl | dataOvfl | 0.59 | 2
setup reg to reg | isTrue | iterationCnt[0] | 37.24 | 15
-- final cells by class --
class / count / area [um^2] / share of cell area [%]
Antenna cell: 1 / 2.50 / 0.00457
Sequential cell: 1045 / 31300 / 57.1
Tap cell: 1287 / 1610 / 2.94
Timing Repair Buffer: 99 / 843 / 1.54
Clock buffer: 130 / 2750 / 5.03
Multi-Input combinational cell: 1439 / 17500 / 32.0
Clock inverter: 55 / 684 / 1.25
Inverter: 17 / 63.8 / 0.117
-- kinds of logic (layout without fill, tap and decap cells) --
| group | count (synthesis) | count (layout) | synth area share (%) |
|---|---|---|---|
| AND/OR/NAND/NOR | 569 | 569 | 4.90 |
| XOR/XNOR | 24 | 24 | 0.422 |
| flip-flops | 1045 | 1045 | 62.8 |
| adder cells (fa/ha/maj) | 19 | 19 | 0.492 |
| buffers and inverters | 210 | 301 | 2.19 |
| AND-OR/OR-AND | 202 | 202 | 3.07 |
| multiplexers | 625 | 625 | 26.1 |
| other | 0 | 1 | 0 |
-- cells in the mapped netlist, types with 6 or more instances --
master	n
a21oi_1	17
a2111oi_0	9
dfxtp_1	11
a32o_1	7
mux4_2	540
o21ai_0	14
buf_6	9
a211o_1	6
edfxtp_1	1034
buf_1	15
nand4_1	15
clkbuf_1	71
a311oi_1	10
a31oi_1	20
nand3_1	44
buf_4	37
mux2i_1	82
o22ai_1	20
a311o_1	8
nor2_1	174
o221ai_1	7
nor3_1	10
buf_2	59
ha_1	18
nor2b_1	7
and2_1	14
xor2_1	10
a211oi_1	13
o211ai_1	10
inv_1	14
a221oi_1	16
and3_1	22
nand2_1	258
a22oi_1	10
xnor2_1	14
-- routing by layer --
| layer | vias to the layer above | part of all wire (%) |
|---|---|---|
| met5 | - | 0.30 |
| met4 | 16 | 3.7 |
| met3 | 307 | 19 |
| met2 | 2611 | 45 |
| met1 | 14700 | 32 |
| li1 | 11400 | - |
Power is estimated from default activity; no workload was simulated.
